[design/flow/design.v]
module LPW_pow2 #(
    parameter POW_FW = 15, 
    parameter POW_BW = 16,
    parameter BW = 8, 
    parameter FW = 2
)(
    input [BW-1:0] vec_in,
    output [POW_BW-1:0] vec_out
);
wire [BW-1:FW] int_part;
wire [FW-1:0] frac_part;
wire [BW-1:FW] shift_int;
wire [31:0] LUT_out;
wire [31:0] LUT_inter;
wire [BW-1:0] comp_in;
assign comp_in = ~vec_in + 1;
assign int_part = comp_in[BW-1:FW];
assign frac_part = comp_in[FW-1:0];
pow2_LUT LUT(
    .selector(frac_part),
    .out(LUT_out)
);
assign LUT_inter = LUT_out >> int_part;
assign vec_out = LUT_inter[31:16];
endmodule
module int_max #(
    parameter BW = 8,
    parameter FW = 2,
    parameter VEC_SIZE = 5 
    )(
    input wire [BW-1:0] int_max_in[VEC_SIZE-1:0],
    output wire [BW-1:0] max_out
);
wire [BW-1:0] int_max_tree [2 * VEC_SIZE - 1:1];
function [BW-1:0] ciel;
    input [BW-1:0] in_val;
    begin
        if(in_val[FW-1:0] != 0) 
        begin
            ciel = {in_val[BW-1:FW], 2'b00} + {{BW-3{1'b0}},3'b100};
        end
        else
        begin
            ciel = {in_val[BW-1:FW], 2'b00};
        end
    end
endfunction
genvar i;
generate
    for(i = 0; i < VEC_SIZE; i = i + 1) 
    begin : base
        assign int_max_tree[i + VEC_SIZE] = ciel(int_max_in[i]);
    end
    for(i = VEC_SIZE-1; i > 0; i = i - 1)
    begin : rest
        assign int_max_tree[i] = ($signed(int_max_tree[i*2]) < $signed(int_max_tree[i*2 + 1]))? int_max_tree[i*2+1] : int_max_tree[i*2];
    end
endgenerate
assign max_out = int_max_tree[1];
endmodule
module norm #(
    parameter BW = 8,
    parameter ACCUM_BW = 16,
    parameter ACCUM_FW = 6,
    parameter VEC_SIZE = 10
)(
    input [ACCUM_BW-1:0] vec_in[VEC_SIZE-1:0],
    input [ACCUM_BW-1:0] denom_in,
    input [BW-1:0] max,
    output [31:0] vec_out[VEC_SIZE-1:0]
);
logic [3:0] sel_wire;
assign sel_wire = denom_in[ACCUM_FW+3:ACCUM_FW];
wire [15:0] m_val;
wire [31:0] c_val;
wire [31:0] reciep_val_mult;
wire [31:0] reciep_val;
reciep_MLUT MLUT(
    .selector(sel_wire),
    .value(m_val)
);
reciep_CLUT CLUT(
    .selector(sel_wire),
    .value(c_val)
);
assign reciep_val_mult = m_val *  denom_in;
assign reciep_val = reciep_val_mult + c_val;
wire [31:0] div_out [VEC_SIZE-1:0];
genvar i;
generate
    for(i = 0; i < VEC_SIZE; i++) 
    begin : a
        assign div_out[i] = vec_in[i] * reciep_val;
    end
endgenerate
generate
    for(i = 0; i < VEC_SIZE; i++) 
    begin : p
        assign vec_out[i] = div_out[i];
    end
endgenerate
endmodule
module pow2 #(
    parameter BW = 8,
    parameter VEC_SIZE = 5, 
    parameter FW = 2,
    parameter POW_BW = 16,
    parameter POW_FW = 15
)(
    input [BW-1:0] vec_in [VEC_SIZE-1:0],
    input [BW-1:0] max_in,
    output [POW_BW-1:0] pow_out [VEC_SIZE-1:0]
);
wire [BW-1:0] normed_in [VEC_SIZE-1:0];
genvar i;
generate
    for(i = 0; i < VEC_SIZE; i++)
    begin : c 
        assign normed_in[i] = vec_in[i] - max_in; 
    end
endgenerate
generate
    for (i = 0; i < VEC_SIZE; i++) 
    begin : pow_gen
        LPW_pow2 #(.BW(BW), .FW(FW), .POW_BW(POW_BW), .POW_FW(POW_FW)) power_linear (
            .vec_in(normed_in[i]),
            .vec_out(pow_out[i])
        );
    end
endgenerate
endmodule
module pow2_LUT(
    input logic [1:0] selector, 
    output logic [31:0] out
);
always_comb 
begin
    case(selector)
        2'b00: out = 32'b1_0000000000000000000000000000000;
        2'b01: out = 32'b0_1101011101000100111111001100101;
        2'b10: out = 32'b0_1011010100000100111100110011001;
        2'b11: out = 32'b0_1001100000110111111100000101000;
        default: out = 'b0;
    endcase
end
endmodule
module reciep_MLUT (
    input logic [3:0] selector,
    output logic [15:0] value
);
always_comb 
begin  
    case(selector)
        'd0: value = 16'b1000000001000001;
        'd1: value = 16'b1111111111100000;
        'd2: value = 16'b1111111111110110;
        'd3: value = 16'b1111111111111011;
        'd4: value = 16'b1111111111111101;
        'd5: value = 16'b1111111111111110;
        'd6: value = 16'b1111111111111111;
        'd7: value = 16'b1111111111111111;
        'd8: value = 16'b0;
        'd9: value = 16'b0; 
        default:
        value = 'b0;
    endcase
end
endmodule
module reciep_CLUT (
    input logic [3:0] selector,
    output logic [31:0] value
);
always_comb 
begin  
    case(selector)
        'd0: value = 32'b00000000000111111111111111000000;
        'd1: value = 32'b00000000000000000001100000000000;
        'd2: value = 32'b00000000000000000000110101010101;
        'd3: value = 32'b00000000000000000000100101010101;
        'd4: value = 32'b00000000000000000000011100110011;
        'd5: value = 32'b00000000000000000000010111011101;
        'd6: value = 32'b00000000000000000000010001001001;
        'd7: value = 32'b00000000000000000000110101010101;
        'd8: value = 32'b00000000000000000000001111000111;
        'd9: value = 32'b00000000000000000000001101100000;
        default:
        value = 'b0;
    endcase
end
endmodule
module reduction #(
    parameter BW = 16,
    parameter FW = 15,
    parameter OUT_BW = 16,
    parameter OUT_FW = 6,
    parameter VEC_SIZE = 5 
)(
    input wire [BW-1:0] vec_in[VEC_SIZE-1:0],
    output wire [OUT_BW-1:0] vec_out
);
    wire [31:0] tree [2 * VEC_SIZE-1:1];
    genvar i;
    generate
        for(i = 0; i < VEC_SIZE; i++)
        begin : a
            assign tree[i + VEC_SIZE] = {{(32-BW){1'b0}}, vec_in[i]};
        end
        for(i = VEC_SIZE-1; i > 0; i--)
        begin : b
            assign tree[i] = tree[2*i] + tree[2*i+1];
        end
    endgenerate
    assign vec_out = tree[1][24:9];
endmodule
module softermax_wrapper #(
    parameter BW = 8,
    parameter FW = 2,
    parameter POW_BW = 16,
    parameter POW_FW = 6,
    parameter ACCUM_BW = 16,
    parameter ACCUM_FW = 6,
    parameter VEC_SIZE = 10
)(
	 input clk,
    input [BW-1:0] unnormed_in [VEC_SIZE-1:0],
    output [31:0] final_softmax [VEC_SIZE-1:0]
);
    logic [ACCUM_BW-1:0] sum_out;
    logic [POW_BW-1:0] pow_out [VEC_SIZE-1:0];
    logic [BW-1:0] max_out;
	 logic [ACCUM_BW-1:0] sum_out_q;
    logic [POW_BW-1:0] pow_out_q [VEC_SIZE-1:0];
    logic [BW-1:0] max_out_q;
    logic [31:0] soft_out [VEC_SIZE-1:0];
	 logic [31:0] soft_out_q [VEC_SIZE-1:0];
	 logic [BW-1:0] unnormed_in_q [VEC_SIZE-1:0];
	 always_ff @(posedge clk)
	 begin
		unnormed_in_q <= unnormed_in;
		sum_out_q <= sum_out;
      pow_out_q <= pow_out;
      max_out_q <= max_out;
		soft_out_q <= soft_out;
	 end
    unnormed_softmax #(.VEC_SIZE(VEC_SIZE), .BW(BW), .FW(FW), .POW_BW(POW_BW), .POW_FW(POW_FW), .ACCUM_BW(ACCUM_BW), .ACCUM_FW(ACCUM_FW)) unnormed_instance(
        .vec_in(unnormed_in_q),
        .vec_out(pow_out),
        .sum_out(sum_out),
        .max_out(max_out)
    );
    norm #(.VEC_SIZE(VEC_SIZE), .BW(BW), .ACCUM_BW(ACCUM_BW), .ACCUM_FW(ACCUM_FW)) norm_unit(
        .vec_in(pow_out_q),
        .denom_in(sum_out_q),
        .max(max_out_q),
        .vec_out(soft_out)
    );
    assign final_softmax = soft_out_q;
endmodule
module unnormed_softmax #(
    parameter BW = 8,
    parameter FW = 2,
    parameter POW_BW = 16,
    parameter POW_FW = 15,
    parameter ACCUM_BW = 16,
    parameter ACCUM_FW = 6,
    parameter VEC_SIZE = 4 
)(
    input [BW-1:0] vec_in[VEC_SIZE-1:0],
    output [POW_BW-1:0] vec_out [VEC_SIZE-1:0],
    output [BW-1:0] max_out,
    output [ACCUM_BW-1:0] sum_out
);
    wire [BW-1:0] max_val;
    int_max #(.BW(BW), .FW(FW), .VEC_SIZE(VEC_SIZE)) max_instance(
        .int_max_in(vec_in),
        .max_out(max_val)
    );
    wire [POW_BW-1:0] pow_vals [VEC_SIZE-1:0];
    pow2 #( .BW(BW), .VEC_SIZE(VEC_SIZE), .FW(FW), .POW_BW(POW_BW), .POW_FW(POW_FW)) pow_2_unit(
        .vec_in(vec_in),
        .max_in(max_val),
        .pow_out(pow_vals)
    );
    wire [ACCUM_BW-1:0] sum;
    reduction #(.BW(POW_BW), .FW(POW_FW), .OUT_BW(ACCUM_BW), .OUT_FW(ACCUM_FW), .VEC_SIZE(VEC_SIZE)) accum_unit(
        .vec_in(pow_vals),
        .vec_out(sum)
    );
    assign vec_out = pow_vals;
    assign sum_out = sum;
    assign max_out = max_val;
endmodule
[design/flow/run.sh]
#!/bin/bash
# OpenROAD 26Q1-2900-gdf79404cd8, Yosys 0.63+post, stock flow scripts
make -C /OpenROAD-flow-scripts/flow DESIGN_CONFIG=/design/flow/config.mk WORK_HOME=/design/flow/orfs finish
[design/flow/config.mk]
export PLATFORM = sky130hd
export DESIGN_NAME = softermax_wrapper
export DESIGN_NICKNAME = softermax_wrapper
export VERILOG_FILES = /design/flow/design.v
export SDC_FILE = /design/flow/constraint.sdc
export NUM_CORES = 4
export LEC_CHECK = 1
export CORE_UTILIZATION = 40
export SYNTH_HDL_FRONTEND = slang
[design/flow/constraint.sdc]
current_design softermax_wrapper

set clk_period 27.7
set clk_io_pct 0.2

create_clock -name clk0 -period $clk_period [get_ports {clk}]

set non_clock_inputs [all_inputs -no_clocks]
set_input_delay [expr $clk_period * $clk_io_pct] -clock clk0 $non_clock_inputs
set_output_delay [expr $clk_period * $clk_io_pct] -clock clk0 [all_outputs]
==> results.yml <==
# implementation run metrics
place:
  place_hpwl_um: 323600
  dp.cells: 21014
  place_congestion: 0.9823
  dpl_cell_area_um2: 154500
  numPortBuffers: 400
  pre_cts_slack_ns: 7.142
timing:
  fin_crit_sh_pct: 74.15
  hold_violations: 0
  slew_violations: 0
  finalSetupViolCount: 0
  rsz0062_at_grt: "false"
  maxSlewHeadroom_pct: 33.27
  whs_ns: 0.8198
  fmax_mhz: 48.69
  worst_slew_pin_slew_ns: 0.9757
  final.setup.tns_ns: 0
  fin_crit_ns: 20.54
  skew_ns: 0.06909
  fin_ws_ns: 7.161
detailed_routing:
  drt_wl_total_um: 416700
  drc: 0
  wl_per_cell_um: 19.66
  vias_per_cell: 4.982
  drt_first_pass_iters: 6
  drtIter0Drc: 5017
  ant_nets: 0
  vias: 105618
logic_synthesis:
  ys_seq_share_pct: 8.183
  ys_cells: 16372
  yosys-stat-area_um2: 144800
  synthDistinctLibCells: 89
  syn_area_per_cell_um2: 8.846
  yosysWarningCount: 0
  synth.top_cell.area_share_pct: 44.96
  synthArstFlopShare_pct: 0
  synth_area_um2: 144800
  top_area_cell: "fa_1"
  flop_cell: "dfxtp_1"
  synth-edff-count: 0
  ys.flops: 592
  topCellsByArea: "fa_1, inv_1, ha_1, dfxtp_1, nand2_1"
  syn_inst: 16372
setup_path:
  cpMostUsedCell: "a21oi_1"
  crit_type: "flip-flop to flip-flop"
  startpoint_type: "flip-flop"
  critPathMaxFanout: 25
  cpPeakStageDelay_ns: 0.70
  r2r-end: "norm_unit.CLUT.value[9]"
  required_ns: 28.47
  reg2reg_depth: 90
  critPathSlowestCell: "mux2i_1"
  worstReg2RegStart: "unnormed_in_q[64]"
  r2r_slack_ns: 7.16
  crit_arrival_ns: 21.31
  end_kind: "flip-flop"
run:
  max_cap_viol_count: 0
  tool_warnings: 85
worst_hold_path:
  whs_endpoint: "final_softmax[160]"
  hold_path_depth: 2
  hold_class: "flip-flop to flip-flop"
  min_from: "pow_out_q[80]"
die:
  die_area_um2: 364500
  coreArea_um2: 359800
  die_h_um: 603.7
  io_pins: 401
  fp_util_pct: 40.26
  rows: 220
  die_width_um: 603.7
cts:
  clkLatencyLatePin_ns: 0.89
  post_cts_buffers: 0
  numCtsBuffers: 87
  h-tree-depth: 3
  postCtsResizedCells: 0
  cts_sinks: 592
  clk_path_buf_depth: 4
  clock-root-buffer: "clkbuf_16"
  cts_tree: "done"
  clkSlewWorstSetupHoldPaths_ns: 0.06
  hold_buffers: 0
global_routing:
  grt_pass1_wl_um: 664900
  track_usage_pct: 25.29
  grt_busiest_layer: "met2"
  overflow: 0
  use_met3_pct: 9.689
  grt_use_met1_pct: 35.83
  antenna_found_initial: 24
  grt_max_degree: 91
  grt_pass1_vias: 112761
  grtUsageMet2_pct: 37.98
layout:
  final_cell_mix: "inv_1, fa_1, nand2_1, and2_1, ha_1"
  final_layout_top_logic_cell: "inv_1"
  final_area_um2: 157600
  area_growth_pct: 8.827
  n_fill_cell: 34780
  fin_util_pct: 43.81
  final_layout_size_suffix_gt1_share_pct: 3.788
  finalNonFillerCells: 21198
run_status:
  outcome: "finished clean"
[kinds of logic (layout without fill, tap and decap cells)]
logic type      after synthesis  in the layout  synth area share, %
mux                         103            103               0.8233
xor+xnor                    718            718                4.563
fa+ha+maj                  4250           4250                53.58
compound gates             1086           1086                4.770
buf+inv                    4410           4434                11.46
simple gates               5213           5213                16.62
flops                       592            592                8.183
other cells                   0             29                    0
[how the worst max path moves through the flow]
| stage | start | to | slack [ns] | cells past startpoint |
|---|---|---|---|---|
| final | unnormed_in_q[64] | norm_unit.CLUT.value[9] | 7.16 | 90 |
| after global routing | unnormed_in_q[64] | norm_unit.CLUT.value[9] | 5.13 | 89 |
| after CTS | unnormed_in_q[64] | norm_unit.CLUT.value[9] | 7.11 | 90 |
[worst max-delay path, delay by kind of cell (launching register included)]
| family | cells | cell delay, ns |
|---|---|---|
| compound gates | 37 | 7.54 |
| xor+xnor | 6 | 1.60 |
| fa+ha+maj | 15 | 5.57 |
| buf+inv | 10 | 0.99 |
| flops | 1 | 0.52 |
| mux | 2 | 1.10 |
| simple gates | 20 | 3.10 |
[metal layers]
layer,vias to the layer above,routed length [µm]
li1,47984,-
met1,53182,171700
met2,3923,190000
met3,515,40920
met4,14,13690
met5,-,370
[cell usage after synthesis (19+ instances only)]
master / instances
a31oi_1: 47
xor2_1: 177
nor3_1: 120
or2_2: 29
and2_1: 1180
inv_1: 3515
xnor3_1: 20
o21a_1: 42
mux2_2: 19
o21ai_0: 178
dfxtp_1: 592
clkbuf_1: 835
mux2i_1: 73
o31ai_1: 20
nand3_1: 140
fa_1: 3253
o211ai_1: 24
a21o_1: 62
nand2b_1: 134
nand2_1: 2939
a311oi_1: 23
or3_1: 47
nor2_1: 385
and3_1: 39
buf_1: 44
a21oi_1: 392
ha_1: 997
a211oi_1: 47
xnor2_1: 518
nor2b_1: 139
o21bai_1: 95
[area by class of cell]
class	count	area (µm²)	area share, %
antenna	29	72.57	0.04604
clock buffer	102	2293	1.455
clock inverter	53	704.4	0.4469
inverter	3517	13200	8.376
multi-input combinational	11370	116700	74.04
sequential	592	11850	7.520
tap	4773	5972	3.789
timing repair buffer	762	6822	4.328
[state kept, by name, indices dropped and copies added (netlist names)]
register              count
final_softmax           320
pow_out_q               160
unnormed_in_q            80
norm_unit.CLUT.value     14
sum_out_q                11
norm_unit.MLUT.value      7
